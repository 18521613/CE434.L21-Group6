===== /design/flow/design.v =====
module RGB2GRAYSCALE_2 (R, G, B, Grayscale, clk, Valid_in, Valid_out, rst);
    output reg Valid_out;
    output [7:0] Grayscale;
    input  [7:0]    R,
                    G,
                    B;
    input           clk,
                    rst,
                    Valid_in;
    wire [15:0] red,
				green,
				blue;
    reg [15:0] temp;
    reg [15:0] shift_1;
    reg [15:0] shift_2;
    reg [15:0] shift_3;
    reg [15:0] shift_4;
    reg [15:0] shift_5;
    reg [15:0] shift_6;
    assign red   	 = {R[7:0],8'd0};
	assign green 	 = {G[7:0],8'd0};
	assign blue		 = {B[7:0],8'd0};
    assign Grayscale = temp[15:8];
    always @( posedge clk or posedge rst) begin
        if(rst == 1)
        begin
            shift_1 <= 0;
            shift_2 <= 0;
            shift_3 <= 0;
            shift_4 <= 0;
            shift_5 <= 0;
            shift_6 <= 0;   
        end
        else
        begin
            shift_1 <= red      >> 2;
            shift_2 <= red      >> 5;
            shift_3 <= green    >> 1;
            shift_4 <= green    >> 4;
            shift_5 <= blue     >> 4;
            shift_6 <= blue     >> 5;
        end 
    end
    reg [15:0] add_1;
    reg [15:0] add_2;
    reg [15:0] add_3;
    always @( posedge clk or posedge rst) begin
        if(rst == 1)
        begin
            add_1 <= 0;
            add_2 <= 0;
            add_3 <= 0;
        end
        else
        begin
            add_1 <= shift_1 + shift_2;
            add_2 <= shift_3 + shift_4;
            add_3 <= shift_5 + shift_6;
        end 
    end
    reg [15:0] add_1_1;
    reg [15:0] add_2_1;
    always @( posedge clk or posedge rst) begin
        if(rst == 1)
        begin
            add_1_1 <= 0;
            add_2_1 <= 0;
        end
        else
        begin
            add_1_1 <= add_1 + add_2;
            add_2_1 <= add_3;
        end 
    end
    always @( posedge clk) begin
        if  (Valid_in == 0)
        begin
            Valid_out <= 0;
        end
        else
        begin
            temp <= add_1_1 + add_2_1;
            Valid_out <= 1;
        end
    end
endmodule

===== /design/flow/run.sh =====
#!/bin/bash
# OpenROAD 26Q1-2900-gdf79404cd8, Yosys 0.63+post, stock flow scripts
make -C /OpenROAD-flow-scripts/flow DESIGN_CONFIG=/design/flow/config.mk WORK_HOME=/design/flow/orfs finish

===== /design/flow/config.mk =====
export PLATFORM = sky130hd
export DESIGN_NAME = RGB2GRAYSCALE_2
export DESIGN_NICKNAME = RGB2GRAYSCALE_2
export VERILOG_FILES = /design/flow/design.v
export SDC_FILE = /design/flow/constraint.sdc
export NUM_CORES = 4
export LEC_CHECK = 1
export CORE_UTILIZATION = 50

===== /design/flow/constraint.sdc =====
current_design RGB2GRAYSCALE_2

set clk_period 5.5
set clk_io_pct 0.2

create_clock -name clk0 -period $clk_period [get_ports {clk}]

set non_clock_inputs [all_inputs -no_clocks]
set_input_delay [expr $clk_period * $clk_io_pct] -clock clk0 $non_clock_inputs
set_output_delay [expr $clk_period * $clk_io_pct] -clock clk0 [all_outputs]

==> results.txt <==
Flow results follow.

The run finished with clean final reports. The layout overhead on the synthesized area is 17.80%. Per the post-synthesis report, the number of cells in the design is ~280. The number of global-route vias before repair is between 2000 and 2500.

The layout summary lists the proportion of cells stronger than drive strength 1 as 0.07553. The count of pins on the block boundary is 36. Of the post-synthesis cell area, the part taken by muxes is 0.002617. After synthesis, the netlist uses roughly 43 different library cells. The count of inserted antenna diode cells is 0.

The clock transition at the register clock pins on the worst setup and hold paths after CTS is 0.09 ns. The highest supply drop recorded on VDD is about 0.15 mV. The number of rows created at floorplan is 31. Of all nets on the critical path, the largest fanout is 1. Per the STA report, the cell with the highest stage delay on the worst path is sky130_fd_sc_hd__clkdlybuf4s50_1.

Sorting the synthesized cells by area gives the leading types as sky130_fd_sc_hd__dfrtp_1, sky130_fd_sc_hd__ha_1, sky130_fd_sc_hd__edfxtp_1. The number of input and output port buffers inserted is 35. The post-synthesis chip area from yosys is 0.003825 mm^2.

Per the final report, max-transition violations number 0. The final clock skew is 0.009266 ns. The routed wire length is approximately 5500 um.

In this run, the synthesized area fraction spent on AND-OR/OR-AND gates is recorded as 0.1044. The number of antenna violations at the first check in global routing is 0. The number of setup buffers added after CTS is 0.

The cell area after synthesis is 0.003825 mm^2. In this run the critical path is formed by clkdlybuf4s50_1. Dividing the detail-routed wire length by the instance count gives roughly 13 um.

For the final routed database, the setup TNS stands at 0 ns. The x dimension of the die is 89.47 um. In this run the remaining antenna-violating nets after routing total 0. Summing over the stages, the warning tally comes to 28. Setup repair after global routing left no endpoint under its margin. The largest net degree at the start of global routing is 65. The class of the tightest hold or removal check is flip-flop to flip-flop. The period utilization is 0.4042. Summed over all routing layers, the global router reports a total usage of 0.1579. At the end of routability-driven placement, the weighted congestion stood at 0.8543. The final critical-path required period is 2.223 ns.

For reference, the most critical setup path is categorized as flip-flop to output port. The share of synthesized area in the top cell type comes to 0.5299. The number of inserted filler cells in the final layout is 536. Across all hold checks on the routed design, the worst slack comes to around 0.35 ns. The die is 89.47 um tall.

In this run the tightest slew margin relative to its limit is 0.5005. Counting the buffers created by CTS gives 9. No sink is reached through more buffers than the 2 on the longest clock path. A synthesized cell averages roughly 14 um^2.

The most frequently used library cell after synthesis is sky130_fd_sc_hd__dfrtp_1. The later pin in the worst-skew pair is clocked with a latency of 0.35 ns. The cts-stage hold buffer count is 0. According to the timing report, the data required time at the worst endpoint equals 4.40 ns.

The yosys warning tally is 1. The achievable clock frequency is 449.8 MHz. The dominant delay contributor by cell family on the critical path is buffers and inverters. The post-detailed-route DRC marker count is 0. The chip occupies ~0.0080 mm^2.

The share of synthesized cell area in full adder, half adder and majority cells is 0.1485. The core box area is 0.007331 mm^2. The routed via count is between 2000 and 2500. STA classifies the critical path startpoint as a flip-flop. The number of hold-slack violations in the final timing report is 0. The buffer type at the clock tree root is sky130_fd_sc_hd__clkbuf_8.

The number of standard cells reported by yosys is 279. The number of endpoints failing setup at the final stage is 0. The worst register-to-register path has a setup slack of 3.38 ns. The data arrival time of the critical path is 1.12 ns. The fraction of the mapped netlist area in simple logic gates is 0.06183. The sort of element at the end of the critical path is an output port. The count of library flops with an enable pin is 8. For this run, the slowest stage of the critical path takes 0.45 ns. The dominant non-sequential cell family after synthesis is adder cells. Summed over all cells, the static leakage comes to 2.022 nW. The first global-routing pass estimated 9025 um of wire.

The via-per-instance ratio is 4.942. Together, buffers and inverters on the worst path number 1. The most instantiated flip-flop cell in the synthesis netlist is sky130_fd_sc_hd__dfrtp_1. CTS saw 90 sinks. The power density relative to cell area is 405.1 mW/mm^2.

For this run, the detailed router's first-pass iteration total came to 4. Of the total synthesized cell area, the portion taken by XOR and XNOR cells is 0.07785. The sum of net half-perimeters after detailed placement is slightly above 4000 um.

The fraction of the yosys area taken by sequential cells is 0.5980. The commonest cells after synthesis are sky130_fd_sc_hd__dfrtp_1, sky130_fd_sc_hd__ha_1, sky130_fd_sc_hd__xnor2_1, sky130_fd_sc_hd__a21oi_1, sky130_fd_sc_hd__nor2_1. The slew at the pin with the worst max-slew slack is 0.7493 ns. The total global routing overflow is 0. For this block, the initial DRC count from the detailed router was 44. Yosys reported that registers with async set or reset make up 0.9000. The number of levels in the clock H-tree is 3. The max-cap violation count is 0. The count of instances resized after the clock tree is built is 0. The count of state elements after synthesis is ~90. The CTS tree is yes. The most area-hungry cell type in the Yosys netlist is sky130_fd_sc_hd__dfrtp_1. The initial standard-cell utilization of the core is 0.5218.
[layer usage]
metal	up-vias	share of wire	wire, um	global-route usage
met5	-	0	0	0
met4	0	0.015	80	0.02597
li1	1083	-	-	-
met2	30	0.51	2756	0.2734
met3	8	0.024	130	0.02247
met1	1004	0.46	2485	0.2280
[power breakdown]
part | internal, mW | leakage, nW | switching (mW)
clock network | 0.196 | 0.102 | 0.229
registers | 0.811 | 1.04 | 0.0468
logic | 0.291 | 0.883 | 0.251
total | 1.30 | 2.02 | 0.527
[worst paths after layout]
| check | start | end | cells after the start |
|---|---|---|---|
| max in group asynchronous | rst | add_1_1[8] | 3 |
| setup / recovery | temp[9] | Grayscale[1] | 1 |
| hold reg to reg | add_3[6] | add_2_1[6] | 0 |
| setup reg to reg | shift_5[5] | add_3[12] | 8 |
| min in group asynchronous | rst | shift_1[11] | 2 |
| hold / removal | add_3[6] | add_2_1[6] | 0 |
[cell families (layout without fill, tap and decap cells)]
logic type	Yosys count	count (layout)
AND-OR/OR-AND	57	57
XOR/XNOR	34	34
adder cells (fa/ha/maj)	43	43
buffers and inverters	7	59
flip-flops	90	90
multiplexers	1	1
AND/OR/NAND/NOR	47	47
[sequential cells by signal (all words and copies together) (netlist names)]
name,count
temp,8
shift_5,8
Valid_out,1
add_3,10
shift_1,8
shift_3,8
add_2,12
add_2_1,10
add_1_1,13
add_1,12
[cell usage in the layout, fill, tap and decap left out, drive strengths merged, types with 2 or more instances in the layout]
cell type	Yosys	final
dfrtp	81	81
ha	39	39
clkdlybuf4s50	0	35
xnor2	23	23
a21oi	19	19
nor2	17	17
xor2	11	11
clkbuf	0	11
a21o	9	9
edfxtp	8	8
inv	7	8
nor2b	7	7
nand2	7	7
o21ai	6	6
o21a	4	4
o211ai	4	4
fa	4	4
clkinv	0	4
nor3	3	3
o21bai	3	3
nand4	2	2
nor4	2	2
o2111a	2	2
a31oi	2	2
and2	2	2
[metrics by stage]
| step | std cells | cell area [um^2] | utilization | setup WS (ns) | power [mW] |
|---|---|---|---|---|---|
| 2_1_floorplan | 279 | 3825 | - | 2.320 | 1.256 |
| 3_3_place_gp | 414 | 4308 | 0.5876 | 3.026 | 1.415 |
| 3_5_place_dp | 414 | 4308 | 0.5876 | 3.016 | 1.419 |
| 4_1_cts | 430 | 4506 | 0.6146 | 3.250 | 1.849 |
| 5_1_grt | 430 | 4506 | 0.6146 | 3.172 | 1.958 |
| 6_report | 430 | 4506 | 0.6146 | 3.277 | 1.825 |
[cell type report]
| type | instances | area [um^2] | share of cell area |
|---|---|---|---|
| Clock buffer | 11 | 151.4 | 0.03360 |
| Clock inverter | 5 | 46.29 | 0.01027 |
| Inverter | 7 | 27.53 | 0.006109 |
| Multi-Input combinational cell | 182 | 1511 | 0.3355 |
| Sequential cell | 90 | 2287 | 0.5076 |
| Tap cell | 99 | 123.9 | 0.02749 |
| Timing Repair Buffer | 36 | 357.8 | 0.07942 |
No activity file was given, so power comes from the tool's default toggle rates.
